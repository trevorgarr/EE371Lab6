## design.v

```verilog
module mouseTracker(clk, PS2_CLK,PS2_DAT, reset, start, button_left, x, y,pixel_color);
	input logic clk, reset, start;
	output logic  pixel_color, button_left;
	output logic [10:0] x,y;
	logic [10:0] bin_x,bin_y; 
	inout PS2_CLK, PS2_DAT;
	logic count;
	ps2 mouse(.start,.reset,.CLOCK_50(clk), .PS2_CLK,.PS2_DAT, .button_left(button_left),.bin_x(bin_x), . bin_y(bin_y));
	always_ff @(posedge clk) begin
		if(reset) begin
			x <= 0;
			y <= 0;
			pixel_color <= 0;
		end
		if(count) begin
			x <= bin_x;
			y <= bin_y;
			pixel_color <= 1;
		end else begin
			pixel_color <= 0;
		end
		count = ~count;
	end
endmodule
module ps2
	#(
		parameter WIDTH = 1000,
		parameter HEIGHT = 1000,
		parameter BIN = 10,
		parameter HYSTERESIS = 3
	)
	(
		start,          
		reset,          
		CLOCK_50,       
		PS2_CLK,        
		PS2_DAT,        
		button_left,    
		button_right,   
		button_middle,  
		bin_x,          
		bin_y           
	);
parameter UPPER_BITS = $clog2(WIDTH>HEIGHT?WIDTH:HEIGHT);
parameter LOWER_BITS = $clog2(BIN+HYSTERESIS+256)+1;
parameter THRESHOLD = BIN+HYSTERESIS;
input start;
input reset;
input CLOCK_50;
inout PS2_CLK;
inout PS2_DAT;
output reg button_left;
output reg button_right;
output reg button_middle;
output reg [UPPER_BITS-1:0] bin_x;
output reg [UPPER_BITS-1:0] bin_y;
parameter enable_byte =9'b011110100;
reg [1:0] cur_state,nex_state;
reg ce,de;
reg [3:0] byte_cnt,delay;
reg [5:0] ct;
reg [7:0] cnt;
reg [8:0] clk_div;
reg [9:0] dout_reg;
reg [32:0] shift_reg;
reg       leflatch,riglatch,midlatch;
reg       ps2_clk_in,ps2_clk_syn1,ps2_dat_in,ps2_dat_syn1;
wire      clk,ps2_dat_syn0,ps2_clk_syn0,ps2_dat_out,ps2_clk_out,flag;
reg [LOWER_BITS-1:0] x_latch;
reg [LOWER_BITS-1:0] y_latch;
reg [UPPER_BITS-1:0] oX_BIN;
reg [UPPER_BITS-1:0] oY_BIN;
parameter listen =2'b00,
          pullclk=2'b01,
          pulldat=2'b10,
          trans  =2'b11;
always@(posedge CLOCK_50)
	begin
		clk_div <= clk_div+1;
	end
assign clk = clk_div[8];
assign PS2_CLK = ce?ps2_clk_out:1'bZ;
assign PS2_DAT = de?ps2_dat_out:1'bZ;
assign ps2_clk_out = 1'b0;
assign ps2_dat_out = dout_reg[0];
assign ps2_clk_syn0 = ce?1'b1:PS2_CLK;
assign ps2_dat_syn0 = de?1'b1:PS2_DAT;
reg [9:0] starttimer;
always @(posedge CLOCK_50)
begin
	if(start) starttimer <= 1'b1;
	else if(starttimer) starttimer <= starttimer + 1'b1;
	button_left = leflatch;
	button_right = riglatch;
	button_middle = midlatch;
	bin_x = oX_BIN;
	bin_y = oY_BIN;
end
always@(posedge clk)
	begin
		ps2_clk_syn1 <= ps2_clk_syn0;
		ps2_clk_in   <= ps2_clk_syn1;
		ps2_dat_syn1 <= ps2_dat_syn0;
		ps2_dat_in   <= ps2_dat_syn1;
	end
always@(*)
begin
   case(cur_state)
     listen  :begin
              if (starttimer && (cnt == 8'b11111111))
                  nex_state = pullclk;
              else
                  nex_state = listen;
                         ce = 1'b0;
                         de = 1'b0;
              end
     pullclk :begin
              if (delay == 4'b1100)
                  nex_state = pulldat;
              else
                  nex_state = pullclk;
                         ce = 1'b1;
                         de = 1'b0;
              end
     pulldat :begin
                  nex_state = trans;
                         ce = 1'b1;
                         de = 1'b1;
              end
     trans   :begin
              if  (byte_cnt == 4'b1010)
                  nex_state = listen;
              else    
                  nex_state = trans;
                         ce = 1'b0;
                         de = 1'b1;
              end
     default :    nex_state = listen;
   endcase
end
always@(posedge clk)
begin
  if ({ps2_clk_in,ps2_dat_in} == 2'b11)
	begin
		cnt <= cnt+1;
    end
  else begin
		cnt <= 8'd0;
       end
end
assign flag = (cnt == 8'hff)?1:0;
always@(posedge ps2_clk_in,posedge flag)
begin
  if (flag)
     ct <= 6'b000000;
  else
     ct <= ct+1;
end
always@(posedge clk, posedge reset)
begin
   if(reset)
   begin
      leflatch <= 1'b0;
      riglatch <= 1'b0;
      midlatch <= 1'b0;
      x_latch  <= 0;
      y_latch  <= 0;
      oX_BIN <= 0;
      oY_BIN <= 0;
   end
   else if (cnt == 8'b00011110 && (ct[5] == 1'b1 || ct[4] == 1'b1))
   begin
      leflatch <= shift_reg[1];
      riglatch <= shift_reg[2];
      midlatch <= shift_reg[3];
      x_latch  <= x_latch+{{(LOWER_BITS-8){shift_reg[19]}},shift_reg[19 : 12]};
      y_latch  <= y_latch+{{(LOWER_BITS-8){shift_reg[30]}},shift_reg[30 : 23]};
   end
	else
	begin
		if($signed(x_latch) >= THRESHOLD)
		begin
			x_latch <= x_latch - BIN;
			if(oX_BIN != HEIGHT-1)
			begin
				oX_BIN <= oX_BIN + 1'b1;
			end
		end
		else if($signed(x_latch) <= -THRESHOLD)
		begin
			x_latch <= x_latch + BIN;
			if(oX_BIN != 0)
			begin
				oX_BIN <= oX_BIN - 1'b1;
			end
		end
		if($signed(y_latch) >= THRESHOLD)
		begin
			y_latch <= y_latch - BIN;
			if(oY_BIN != HEIGHT-1)
			begin
				oY_BIN <= oY_BIN + 1'b1;
			end
		end
		else if($signed(y_latch) <= -THRESHOLD)
		begin
			y_latch <= y_latch + BIN;
			if(oY_BIN != 0)
			begin
				oY_BIN <= oY_BIN - 1'b1;
			end
		end
	end
end
always@(posedge clk)
begin
  if (cur_state == pullclk)
     delay <= delay+1;
  else
     delay <= 4'b0000;
end
always@(negedge ps2_clk_in)
begin
  if (cur_state == trans)
     dout_reg <= {1'b0,dout_reg[9:1]};
  else
     dout_reg <= {enable_byte,1'b0};
end
always@(negedge ps2_clk_in)
begin
  if (cur_state == trans)
     byte_cnt <= byte_cnt+1;
  else
     byte_cnt <= 4'b0000;
end
always@(negedge ps2_clk_in)
begin
  if (cur_state == listen)
     shift_reg <= {ps2_dat_in,shift_reg[32:1]};
end
always@(posedge clk,posedge reset)
begin
  if (reset)
     cur_state <= listen;
  else
     cur_state <= nex_state;
end
endmodule
```

## run.sh

```bash
#!/bin/bash
# OpenROAD 26Q1-2900-gdf79404cd8, Yosys 0.63+post, stock flow scripts
make -C /OpenROAD-flow-scripts/flow DESIGN_CONFIG=/design/flow/config.mk WORK_HOME=/design/flow/orfs finish
```

## config.mk

```make
export PLATFORM = sky130hd
export DESIGN_NAME = mouseTracker
export DESIGN_NICKNAME = mouseTracker
export VERILOG_FILES = /design/flow/design.v
export SDC_FILE = /design/flow/constraint.sdc
export NUM_CORES = 4
export LEC_CHECK = 1
export CORE_UTILIZATION = 30
```

## constraint.sdc

```tcl
current_design mouseTracker

set clk_period 1.9
set clk_io_pct 0.2

create_clock -name clk0 -period $clk_period [get_ports {clk}]

set non_clock_inputs [all_inputs -no_clocks]
set_input_delay [expr $clk_period * $clk_io_pct] -clock clk0 $non_clock_inputs
set_output_delay [expr $clk_period * $clk_io_pct] -clock clk0 [all_outputs]
```

==> flow_summary_export.csv <==
group,metric,value,unit
placement,place.gp.congestion,0.796,
synth,yosys_area,8010,um2
clock_network,cts_setup_buffers,0,
floorplanning,die_y,165,um
synth,enable_flop_cells,52,
synth,yosys_register_bits,174,
run_status,stop_error,"[error] [KeplerFormal.cpp:679] Workflow failed: Iso has multiple drivers: .PS2_DAT0, PS2_DAT$_SDFF_NN0_.Q0",
clock_network,cts_inserted_buffers,9,
synth,yosys.area.top_type_share,19.5,%
floorplanning,rows,59,
run_status,outcome,"did not finish",
synth,synth_top_flop_cell,"dfxtp_1",
floorplanning,initial_core_util,30.6,%
synth,yosys.area.top_type,"edfxtp_1",
synth,ys_async_sr_fraction,29.3,%
synth,synthCells,729,
synth,synth.distinct_cells,62,
clock_network,htree_levels,3,
placement,portBuffers,24,
clock_network,cts_root_buffer,"clkbuf_16",
clock_network,cts_resized,0,
floorplanning,die_x,165,um
synth,ys_warn_count,6,
clock_network,hold_buffers,0,
floorplanning,ioPinCount,29,
synth,netlist_area,8010,um2
clock_network,clockBufferDepth,2,
synth,ys_cells,729,
final_timing,unclocked_pins,112,
synth,ys_top_cells_by_area,"edfxtp_1 (19%), dfxtp_1 (18%), dfrtp_1 (16%)",
final_timing,unconstrained_endpoints,166,
placement,hpwl,8.87,mm
synth,syn-mean-instance-area,11.0,um2
run_status,lastStage,"clock tree synthesis",
synth,seq_area_frac_synth,53.2,%
[synthesized netlist by cell type, types with 7 or more instances]
master	count
and2_1	28
nand3_1	18
edfxtp_1	52
ha_1	58
inv_1	25
and3_1	7
nand2_1	51
nor4_1	8
a21o_1	12
a21oi_1	41
nor2_1	70
dfxtp_1	71
o21ai_1	13
nor3_1	14
nand4_1	9
dfrtp_1	50
nand2b_1	11
xnor2_1	38
xor2_1	38
o21ai_0	32
[metrics by stage]
| step | area [um2] | cells | util, % | worst slack (ns) | power, W |
|---|---|---|---|---|---|
| floorplan | 8030 | 731 | - | 0.0831 | 0.00159 |
| global placement | 8660 | 1082 | 33.1 | 0.332 | 0.00164 |
| detailed placement | 8660 | 1082 | 33.1 | 0.334 | 0.00164 |
[cells by family after synthesis]
group,Yosys count,synth area share (%)
AND-OR/OR-AND,133,10.2
XOR/XNOR,77,8.51
adder cells (fa/ha/maj),64,10.6
buffers and inverters,39,2.19
flip-flops,174,53.2
multiplexers,6,0.828
other,1,0.0468
AND/OR/NAND/NOR,235,14.4
No activity file was given, so power comes from the tool's default toggle rates.
